==> design/flow/design.v <==
module Simple_Led_Register #(
    parameter AXI_ADDR_WIDTH = 32,
    parameter AXI_DATA_WIDTH = 32
)(
    input  logic                        s_axi_aclk,
    input  logic                        s_axi_aresetn,
    input  logic [AXI_ADDR_WIDTH-1:0]  s_axi_awaddr,
    input  logic [2:0]                  s_axi_awprot,
    input  logic                        s_axi_awvalid,
    output logic                        s_axi_awready,
    input  logic [AXI_DATA_WIDTH-1:0]  s_axi_wdata,
    input  logic [AXI_DATA_WIDTH/8-1:0] s_axi_wstrb,
    input  logic                        s_axi_wvalid,
    output logic                        s_axi_wready,
    output logic [1:0]                  s_axi_bresp,
    output logic                        s_axi_bvalid,
    input  logic                        s_axi_bready,
    input  logic [AXI_ADDR_WIDTH-1:0]  s_axi_araddr,
    input  logic [2:0]                  s_axi_arprot,
    input  logic                        s_axi_arvalid,
    output logic                        s_axi_arready,
    output logic [AXI_DATA_WIDTH-1:0]  s_axi_rdata,
    output logic [1:0]                  s_axi_rresp,
    output logic                        s_axi_rvalid,
    input  logic                        s_axi_rready,
    output logic [3:0]                  led_out
);
    logic [3:0] led_reg;
    typedef enum logic [1:0] {
        W_IDLE,
        W_ACTIVE,
        W_RESP
    } write_state_t;
    write_state_t write_state;
    typedef enum logic [1:0] {
        R_IDLE,
        R_ACTIVE
    } read_state_t;
    read_state_t read_state;
    always_ff @(posedge s_axi_aclk or negedge s_axi_aresetn) begin
        if (!s_axi_aresetn) begin
            write_state <= W_IDLE;
            s_axi_awready <= 1'b0;
            s_axi_wready <= 1'b0;
            s_axi_bvalid <= 1'b0;
            s_axi_bresp <= 2'b00;
            led_reg <= 4'h0;
        end else begin
            case (write_state)
                W_IDLE: begin
                    s_axi_bvalid <= 1'b0;
                    if (s_axi_awvalid && s_axi_wvalid) begin
                        s_axi_awready <= 1'b1;
                        s_axi_wready <= 1'b1;
                        write_state <= W_ACTIVE;
                    end
                end
                W_ACTIVE: begin
                    s_axi_awready <= 1'b0;
                    s_axi_wready <= 1'b0;
                    if (s_axi_awaddr[3:0] == 4'h0) begin
                        if (s_axi_wstrb[0]) begin
                            led_reg <= s_axi_wdata[3:0];
                        end
                        s_axi_bresp <= 2'b00;  
                    end else begin
                        s_axi_bresp <= 2'b10;  
                    end
                    s_axi_bvalid <= 1'b1;
                    write_state <= W_RESP;
                end
                W_RESP: begin
                    if (s_axi_bready) begin
                        s_axi_bvalid <= 1'b0;
                        write_state <= W_IDLE;
                    end
                end
                default: write_state <= W_IDLE;
            endcase
        end
    end
    always_ff @(posedge s_axi_aclk or negedge s_axi_aresetn) begin
        if (!s_axi_aresetn) begin
            read_state <= R_IDLE;
            s_axi_arready <= 1'b0;
            s_axi_rvalid <= 1'b0;
            s_axi_rdata <= 32'h00000000;
            s_axi_rresp <= 2'b00;
        end else begin
            case (read_state)
                R_IDLE: begin
                    if (s_axi_arvalid) begin
                        s_axi_arready <= 1'b1;
                        read_state <= R_ACTIVE;
                    end
                end
                R_ACTIVE: begin
                    s_axi_arready <= 1'b0;
                    if (s_axi_araddr[3:0] == 4'h0) begin
                        s_axi_rdata <= {28'h0000000, led_reg};  
                        s_axi_rresp <= 2'b00;  
                    end else begin
                        s_axi_rdata <= 32'h00000000;
                        s_axi_rresp <= 2'b10;  
                    end
                    s_axi_rvalid <= 1'b1;
                    if (s_axi_rready) begin
                        s_axi_rvalid <= 1'b0;
                        read_state <= R_IDLE;
                    end
                end
                default: read_state <= R_IDLE;
            endcase
        end
    end
    assign led_out = led_reg;
endmodule
==> design/flow/run.sh <==
#!/bin/bash
# OpenROAD 26Q1-2900-gdf79404cd8, Yosys 0.63+post, stock flow scripts
make -C /OpenROAD-flow-scripts/flow DESIGN_CONFIG=/design/flow/config.mk WORK_HOME=/design/flow/orfs finish
==> design/flow/config.mk <==
export PLATFORM = sky130hd
export DESIGN_NAME = Simple_Led_Register
export DESIGN_NICKNAME = Simple_Led_Register
export VERILOG_FILES = /design/flow/design.v
export SDC_FILE = /design/flow/constraint.sdc
export NUM_CORES = 4
export LEC_CHECK = 1
export CORE_AREA = 10 10 83 83
export DIE_AREA = 0 0 93 93
==> design/flow/constraint.sdc <==
current_design Simple_Led_Register

set clk_period 2.1
set clk_io_pct 0.2

create_clock -name clk0 -period $clk_period [get_ports {s_axi_aclk}]

set non_clock_inputs [all_inputs -no_clocks]
set_input_delay [expr $clk_period * $clk_io_pct] -clock clk0 $non_clock_inputs
set_output_delay [expr $clk_period * $clk_io_pct] -clock clk0 [all_outputs]
==> run notes <==
run results: outcome=complete, no violations, CP arrival=1.86 ns, Final Skew=0.00583 ns, Hold WC Path Type=input port to async pin, Slew Limit Fails=0, die height=93 um, worst path required time=2.24 ns, initial drt markers=41, Cell Chain, Critical Path=clkdlybuf4s50_1 -> nor4_2 -> and3_1 -> mux2_4, via/cell ratio=3.36, crit share post-route=81.9%, final worst path period need=1.72 ns, hold_buf cts=0, Total Routing Usage GR=4.87%, Netlist Area Pre-Place=1010 um2, vias in the first global route=734, # Post-CTS Setup Buffers=0, cell count in the Yosys report=93, gr ovfl total=0, # DRC=0, syn_area_per_cell=10.8 um2, row count=26, most frequent cells in the layout=clkdlybuf4s50_1 (34), conb_1 (30), dfrtp_1 (17), Post-synth regs=19, Die W=93 um, clk buf depth=2, Worst-path clk slew=0.08 ns, # diodes=0, Crit-path slowest cell=clkdlybuf4s50_1, worst hold slack=0.491 ns, first-pass GRT wire length=3550 um, maxcap violations=0, CTS Sinks=19, Layout Utilization=26.4%, Buf+Inv Stages, Crit Path=1, Area after DPL=1310 um2, routed len/inst=11.1 um, Finished Cell Area=1360 um2, top-level port count=158, Routed Antenna Nets=0, fp_density=19.6%, slowest stage delay, CP=0.41 ns, Critical Path Fanout Max=4, Sum Neg Setup Slack=0 ns, dpl hpwl=1900 um, Num CTS Buffers=3, RSZ-0062 raised after global routing=no, Detailed Route WL=2210 um, Hold Violations, Final=0, filler instances=565, Vias=669, H-tree levels=1, YS chip area=1010 um2, P_leak=0.602 nW, crit end category=flip-flop, Core Region=5140 um2, critical path's top delay family=simple AND/OR/NAND/NOR gates, most frequent logic cell in the layout=clkdlybuf4s50_1, Root Driver=clkbuf_8, sequential area share after synthesis=47.5%, tool warning count=118, Max VDD drop=272 uV, post_cts resized=0, Netlist cell types=21, # setup viols final=0, Final GP Congestion=0.718, Ys Warns=1, Die ar.=8650 um2, # port buffers=34, Synth Instances=93, TritonCTS clock tree=built, layout cells sized above 1=10.9%, Layout Area Growth over Synthesis=34.7%, clock latency (worst-skew pair)=0.25 ns, final total power=0.968 mW, pin count of the biggest net entering global routing=20, Pwr Density=714 nW/um2, initial antenna violation count=0, DR pass1 iterations=4, crit path launch type=input port, critical path class=input port to flip-flop, Max Freq=582 MHz
-- per-stage QoR --
step                      cells  setup slack, ns
after global placement      195            0.117
final                       199            0.381
after floorplan             122            0.698
after detailed placement    195            0.107
after global routing        199            0.288
after CTS                   199            0.368
-- cell type report --
cell class / count / area [um2] / share of cell area (%)
timing repair buffer: 35 / 348 / 25.6
sequential: 19 / 478 / 35.2
tap: 70 / 87.6 / 6.46
clock buffer: 3 / 41.3 / 3.04
inverter: 6 / 22.5 / 1.66
clock inverter: 1 / 7.51 / 0.554
multi-input combinational: 65 / 372 / 27.4
-- kinds of logic (layout without fill, tap and decap cells) --
kind of cell    after synthesis  count (layout)  share of synthesized area, %
compound gates               14              14                          9.56
buf+inv                      38              45                          26.5
flops                        19              19                          47.5
other cells                   1              30                         0.372
simple gates                 16              16                          9.19
mux                           5               5                          6.96
-- power breakdown --
group / internal (mW) / switching (mW)
combinational: 0.166 / 0.0684
sequential: 0.434 / 0.0467
clock: 0.133 / 0.121
-- final timing paths --
check                                startpoint              to  slack, ns  cells past startpoint
min in group clk0                s_axi_rresp[1]  s_axi_rresp[1]       0.50                      2
worst max register to register   write_state[2]      led_reg[3]       0.88                      2
max in group asynchronous         s_axi_aresetn  write_state[0]       1.35                      2
worst min register to register   s_axi_rresp[1]  s_axi_rresp[1]       0.50                      2
worst min-delay path              s_axi_aresetn  s_axi_rdata[1]       0.49                      2
worst max-delay path            s_axi_awaddr[1]      led_reg[3]       0.38                      4
-- cell usage after synthesis --
cell	n	area [um2]
nor2_1	4	15.0
dfstp_2	2	52.6
and3_1	1	6.26
or4_4	1	11.3
buf_6	1	11.3
a22o_1	5	43.8
o2bb2ai_1	1	8.76
nand3b_1	1	7.51
a21oi_1	3	15.0
nor4_2	1	12.5
nand2_1	6	22.5
mux2i_1	1	10.0
buf_4	31	233
nand2b_1	1	6.26
inv_1	6	22.5
mux2_4	4	60.1
conb_1	1	3.75
nor2_4	1	11.3
dfrtp_1	17	425
o21ai_0	4	20.0
o221ai_1	1	8.76
-- per-layer routing --
metal  global-route usage [%]  vias up  part of all wire [%]
met5                        0        -                     0
met4                    0.900        0                   1.4
met3                     2.02        2                   8.4
met2                     7.13       36                    44
met1                     6.67      313                    46
li1                         -      318                     -
Power and IR drop assume default switching activity.
